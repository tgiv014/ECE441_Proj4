$ cat /design/flow/config.mk
export PLATFORM = sky130hd
export DESIGN_NAME = tld
export DESIGN_NICKNAME = tld
export VERILOG_FILES = /design/flow/design.v
export SDC_FILE = /design/flow/constraint.sdc
export NUM_CORES = 4
export LEC_CHECK = 1
export CORE_AREA = 10 10 105 105
export DIE_AREA = 0 0 115 115
$ cat /design/flow/constraint.sdc
current_design tld

set clk_period 4.2
set clk_io_pct 0.2

create_clock -name clk0 -period $clk_period [get_ports {clk}]

set non_clock_inputs [all_inputs -no_clocks]
set_input_delay [expr $clk_period * $clk_io_pct] -clock clk0 $non_clock_inputs
set_output_delay [expr $clk_period * $clk_io_pct] -clock clk0 [all_outputs]
$ cat /design/flow/design.v
`timescale 100 ns / 1 ns
module alu(clk, mode, ar, A, B, SC);
  input clk, ar;
  input [1:0] mode;
  input signed [3:0] A, B;
  output reg signed [7:0] SC;
  reg signed [7:0] AC, BC;  
  wire signed [7:0] S;  
  wire signed [7:0] sum, sub, mult;  
  assign sum = AC+BC;
  assign sub = AC-BC;
  assign mult = AC*BC;
  assign S = (mode == 2'b00)? sum:  
            ((mode == 2'b01)? sub:  
                              mult);  
  always @ (posedge clk or negedge ar)
    begin
      if(~ar)
        begin
          SC <= 8'sb00000000;  
        end
      else
        begin
          AC <= {{4{A[3]}}, A};  
          BC <= {{4{B[3]}}, B};  
          SC <= S;
        end
    end
endmodule
`timescale 100 ns / 1 ns
module bytedecoder(num, d0, d1, sign);
  parameter led_on = 1'b0;
  parameter led_off = 1'b1;
  input signed [7:0] num;
  output [3:0] d0, d1;
  output sign;  
  wire [7:0] mag;  
  assign mag = (num[7]==1)? (~num+1):(num);
  assign sign = (num[7]==1)? led_on:led_off;
  assign d0 = mag[3:0];  
  assign d1 = mag[7:4];  
endmodule
`timescale 100 ns / 1 ns
module sevseg_decoder(val, a, b, c, d, e, f, g);
  input [3:0] val;
  output reg a, b, c, d, e, f, g;
  parameter led_on = 1'b0;
  parameter led_off = 1'b1;
  always @(val)
  	case (val)
  		4'h0: begin
  			a = led_on;
  			b = led_on;
  			c = led_on;
  			d = led_on;
  			e = led_on;
  			f = led_on;
  			g = led_off;
  		end
  		4'h1: begin
  			a = led_off;
  			b = led_on;
  			c = led_on;
  			d = led_off;
  			e = led_off;
  			f = led_off;
  			g = led_off;
  		end
  		4'h2: begin
  			a = led_on;
  			b = led_on;
  			c = led_off;
  			d = led_on;
  			e = led_on;
  			f = led_off;
  			g = led_on;
  		end
  		4'h3: begin
  			a = led_on;
  			b = led_on;
  			c = led_on;
  			d = led_on;
  			e = led_off;
  			f = led_off;
  			g = led_on;
  		end
  		4'h4: begin
  			a = led_off;
  			b = led_on;
  			c = led_on;
  			d = led_off;
  			e = led_off;
  			f = led_on;
  			g = led_on;
  		end
  		4'h5: begin
  			a = led_on;
  			b = led_off;
  			c = led_on;
  			d = led_on;
  			e = led_off;
  			f = led_on;
  			g = led_on;
  		end
  		4'h6: begin
  			a = led_on;
  			b = led_off;
  			c = led_on;
  			d = led_on;
  			e = led_on;
  			f = led_on;
  			g = led_on;
  		end
  		4'h7: begin
  			a = led_on;
  			b = led_on;
  			c = led_on;
  			d = led_off;
  			e = led_off;
  			f = led_off;
  			g = led_off;
  		end
  		4'h8: begin
  			a = led_on;
  			b = led_on;
  			c = led_on;
  			d = led_on;
  			e = led_on;
  			f = led_on;
  			g = led_on;
  		end
  		4'h9: begin
  			a = led_on;
  			b = led_on;
  			c = led_on;
  			d = led_off;
  			e = led_off;
  			f = led_on;
  			g = led_on;
  		end
  		4'hA: begin
  			a = led_on;
  			b = led_on;
  			c = led_on;
  			d = led_off;
  			e = led_on;
  			f = led_on;
  			g = led_on;
  		end
  		4'hB: begin
  			a = led_off;
  			b = led_off;
  			c = led_on;
  			d = led_on;
  			e = led_on;
  			f = led_on;
  			g = led_on;
  		end
  		4'hC: begin
  			a = led_on;
  			b = led_off;
  			c = led_off;
  			d = led_on;
  			e = led_on;
  			f = led_on;
  			g = led_off;
  		end
  		4'hD: begin
  			a = led_off;
  			b = led_on;
  			c = led_on;
  			d = led_on;
  			e = led_on;
  			f = led_off;
  			g = led_on;
  		end
  		4'hE: begin
  			a = led_on;
  			b = led_off;
  			c = led_off;
  			d = led_on;
  			e = led_on;
  			f = led_on;
  			g = led_on;
  		end
  		default: begin
  			a = led_on;
  			b = led_off;
  			c = led_off;
  			d = led_off;
  			e = led_on;
  			f = led_on;
  			g = led_on;
  		end
  	endcase
endmodule
`timescale 100 ns / 1 ns
module tld(
          clk, ar, a0, a1, a2, a3, b0, b1, b2, b3, m0, m1, sign,
          sa1, sb1, sc1, sd1, se1, sf1, sg1,
          sa2, sb2, sc2, sd2, se2, sf2, sg2
          );
  input clk, ar, a0, a1, a2, a3, b0, b1, b2, b3, m0, m1;
  output sign;
  output sa1, sb1, sc1, sd1, se1, sf1, sg1;
  output sa2, sb2, sc2, sd2, se2, sf2, sg2;
  wire [7:0] result;
  wire [3:0] dig0, dig1;
  alu alu0 (.clk(clk), .mode({m1, m0}), .ar(ar), .A({a3,a2,a1,a0}), .B({b3,b2,b1,b0}), .SC(result));
  bytedecoder bytedecoder0 (.num(result), .d0(dig0), .d1(dig1), .sign(sign));
  sevseg_decoder decoder0 (.val(dig0), .a(sa1), .b(sb1), .c(sc1), .d(sd1), .e(se1), .f(sf1), .g(sg1));
  sevseg_decoder decoder1 (.val(dig1), .a(sa2), .b(sb2), .c(sc2), .d(sd2), .e(se2), .f(sf2), .g(sg2));
endmodule
$ cat /design/flow/run.sh
#!/bin/bash
# OpenROAD 26Q1-2900-gdf79404cd8, Yosys 0.63+post, stock flow scripts
make -C /OpenROAD-flow-scripts/flow DESIGN_CONFIG=/design/flow/config.mk WORK_HOME=/design/flow/orfs finish
==> results.cfg <==
; implementation run metrics
[routing]
routed_wl_um = 3576
postRouteAntennaNets = 0
drtPass1Iterations = 4
via_per_inst = 4.249
drt_iter0_drc = 107
drc = 0
vias = 1504
avgRoutedWirePerCell_um = 10.10
n_antenna_cell = 0

[clock_tree]
root_buffer = clkbuf_8
clkTransAtPathRegs_ns = 0.06
hold_buffers = 0
cts_made_buffers = 3
cts_setup_buffers = 0
cts_resized = 0
clkLatencyLatePin_ns = 0.24
cts_tree = done
cts_max_path_buffers = 2
h-tree-depth = 1
clock-sinks = 16

[global_routing]
gr-usage-met2 = 0.08784
grt_use_met1 = 0.08267
grt_pass1_vias = 1535
grt_pass1_wl_um = 6672
gr-total-overflow = 0
met3_usage = 0.02215
top_usage_layer = met2
grt_start_max_net_pins = 17
grt_antenna_before_repair = 0
grt_util_all_layers = 0.05821

[yosys]
ys_area_um2 = 2011
synth_largest_type_area_fraction = 0.2054
ys_seq_share = 0.2190
synthCells = 220
ys_warn_count = 2
netlist_logic_family_top = adder cells
xor_share = 0.08214
avgSynthCellArea_um2 = 9.139
ys.flops = 16
area_leaders = ha_1, edfxtp_1, fa_1
synth-compound-area-share = 0.1375
mux_area_frac = 0.02676
ys_sh_simple = 0.1469
syn-cell-area_um2 = 2011
ys_sh_adder = 0.3149
ys_cells = 220
yosysTopAreaCell = ha_1
synthDistinctLibCells = 43
synth-async-reset-ratio = 0.5000
ys.flop_type = edfxtp_1
edf_count = 8

[timing]
skew_ns = 0.003406
final.setup.tns_ns = 0
post-route-period-util = 0.9373
hold_slack_ns = 0.7256
final_max_slew_viol_count = 0
min_period_ns = 3.937
finalHoldViolations = 0
clock.fmax_mhz = 254.0
relSlewSlack = 0.5259
tightest_slew_ns = 0.7061
setup_viol = 0
grt_setup_unrepaired = false

[final_layout]
final_util = 0.2776
stdcell_area_um2 = 2432
drive_gt1_frac = 0.06098
mi_logic_area_um2 = 1424
num-fill-cells = 946
area_delta_synth_final_pct = 20.97
flop_area_um2 = 440.4

[placement]
portBuffers = 26
place_hpwl_um = 3063
gp_congestion = 0.8854
dpl_cell_area_um2 = 2387

[min_path]
hold_path_end = alu0.SC[0]
whs_path_depth = 3
hp-start = alu0.AC[0]
min_path_type = reg2reg

[power]
power_density_nw_per_um2 = 643.9
ir_drop_v = 0.0002425
cellLeakagePower_nw = 1.086

[die]
ioPinCount = 27
chipHeight_um = 115
rows = 34
chip_area_um2 = 13230
die_x_um = 115
coreArea_um2 = 8763
fp_util = 0.2294

[worst_setup_path]
worstPathArrival_ns = 3.10
crit_required_ns = 3.36
ff2ff_path_depth = 14
crit_type = reg2out
ff2ff_setup_slack_ns = 0.65
reg2reg_from = alu0.AC[0]
cp-end-kind = output pin
reg2reg_to = alu0.SC[7]
crit_path_start_kind = flop
critPathMaxFanout = 6

[flow_run]
warnings = 39
maxCapViolations = 0

[run_status]
outcome = finished clean
==> worst max path at each step <==
stage | cells after the start | start | slack, ns | endpoint
global route | 10 | alu0.SC[0] | 0.04 | sd2
finish | 10 | alu0.SC[0] | 0.26 | sd2
CTS | 10 | alu0.SC[0] | 0.20 | sd2
==> layout by cell type, fill, tap and decap left out, types with 2 or more instances in the layout <==
cell type	Yosys	final
clkbuf_8	0	3
mux2i_1	2	2
xnor2_1	11	11
nand2b_1	3	3
o31ai_1	4	4
nor3_1	4	4
nand3_1	3	3
a21o_1	2	2
a21oi_1	12	12
edfxtp_1	8	8
o22ai_1	4	4
fa_1	11	11
and2_1	4	4
nand2_1	16	16
ha_1	33	33
nor2_1	17	17
xor2_1	6	6
a221oi_1	2	2
nor2b_1	2	2
o21ai_0	10	10
dfrtp_1	8	8
clkdlybuf4s50_1	0	26
inv_1	34	33
==> state kept, by name, indices dropped and copies added (netlist names) <==
name and cells:
alu0.SC 8, alu0.AC 4, alu0.BC 4
==> critical path: stages, from the launching register on <==
cell and delay [ns]:
dfrtp_1 0.45, inv_2 0.13, ha_1 0.16, or3b_4 0.40, nand2_1 0.09, xnor2_1 0.19, inv_1 0.13, ha_1 0.36
and3_2 0.22, nor4b_2 0.23, clkdlybuf4s50_1 0.50
==> metal layers <==
layer / wire length (um) / part of all wire / vias to the layer above
met2: 1443 / 0.40 / 35
met5: 0 / 0 / -
met3: 325 / 0.091 / 0
met4: 0 / 0 / 0
li1: - / - / 796
met1: 1808 / 0.51 / 673
==> power breakdown <==
group | internal, mW | total, mW | leakage [nW] | switching (mW)
combinational | 0.676 | 1.20 | 0.887 | 0.522
clock | 0.0670 | 0.113 | 0.0228 | 0.0463
sequential | 0.200 | 0.255 | 0.176 | 0.0551
total | 0.943 | 1.57 | 1.09 | 0.623
==> stage by stage <==
stage          worst slack, ns  cells  power [mW]
6_report                0.2635    354       1.566
4_1_cts                 0.1959    354       1.586
2_1_floorplan           0.8130    220      0.9741
3_3_place_gp            0.5172    350       1.453
5_1_grt                0.04310    354       1.768
3_5_place_dp            0.4635    350       1.465
==> cell type report <==
cell class / count / area share
timing repair buffer: 26 / 0.1070
multi-input combinational: 166 / 0.5854
clock buffer: 4 / 0.01852
tap: 108 / 0.05556
inverter: 34 / 0.05247
sequential: 16 / 0.1811
==> synthesized netlist by cell type (2+ instances only) <==
| library cell | number |
|---|---|
| nor3_1 | 4 |
| o31ai_1 | 4 |
| clkbuf_1 | 3 |
| nor2b_1 | 2 |
| nand3_1 | 3 |
| xor2_1 | 6 |
| a221oi_1 | 2 |
| and2_1 | 4 |
| mux2i_1 | 2 |
| xnor2_1 | 11 |
| ha_1 | 33 |
| dfrtp_1 | 8 |
| fa_1 | 11 |
| nor2_1 | 17 |
| o21ai_0 | 10 |
| a21oi_1 | 12 |
| inv_1 | 34 |
| nand2b_1 | 3 |
| o22ai_1 | 4 |
| a21o_1 | 2 |
| edfxtp_1 | 8 |
| nand2_1 | 16 |
==> kinds of logic after synthesis <==
group / after synthesis
AND-OR/OR-AND: 42
XOR/XNOR: 18
adder cells (fa/ha/maj): 44
buffers and inverters: 38
flip-flops: 16
multiplexers: 4
AND/OR/NAND/NOR: 58
No activity file was given, so power comes from the tool's default toggle rates.
